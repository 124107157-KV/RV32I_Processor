==> /design/flow/design.v <==
`timescale 1ns / 1ps
module ALU (
    input [31:0] operand_a,
    input [31:0] operand_b,
    input [5:0] alu_control,  
    output reg [31:0] alu_result,
    output reg carry_out,
    output reg overflow,
    output reg negative,
    output zero
);
    assign zero = (alu_result == 0);
    always @(*) begin
        carry_out = 0;
        overflow = 0;
        negative = 0;
        case (alu_control)
            6'b000000: alu_result = operand_a + operand_b;              
            6'b000001: alu_result = operand_a - operand_b;              
            6'b000010: alu_result = operand_a * operand_b;              
            6'b000011: alu_result = operand_a / operand_b;              
            6'b000100: alu_result = operand_a % operand_b;              
            6'b000101: alu_result = -operand_a;                         
            6'b000110: alu_result = operand_a + 1;                      
            6'b000111: alu_result = operand_a - 1;                      
            6'b001001: alu_result = (operand_a < operand_b) ? operand_a : operand_b;  
            6'b001010: alu_result = (operand_a > operand_b) ? operand_a : operand_b;  
            6'b010000: alu_result = operand_a & operand_b;              
            6'b010001: alu_result = operand_a | operand_b;              
            6'b010010: alu_result = operand_a ^ operand_b;              
            6'b010011: alu_result = ~(operand_a & operand_b);           
            6'b010100: alu_result = ~(operand_a | operand_b);           
            6'b010101: alu_result = ~(operand_a ^ operand_b);           
            6'b010110: alu_result = ~operand_a;                         
            6'b010111: alu_result = operand_a & ~operand_b;             
            6'b011000: alu_result = |operand_a;                         
            6'b011001: alu_result = ^operand_a;                         
            6'b011010: alu_result = (operand_a != 0) ? 32'hFFFFFFFF : 0;  
            6'b100000: alu_result = operand_a << operand_b[4:0];        
            6'b100001: alu_result = operand_a >> operand_b[4:0];        
            6'b100010: alu_result = $signed(operand_a) >>> operand_b[4:0];  
            6'b100011: alu_result = {operand_a[30:0], operand_a[31]};   
            6'b100100: alu_result = {operand_a[0], operand_a[31:1]};    
            6'b100101: alu_result = operand_a << (32 - operand_b);      
            6'b100110: alu_result = operand_a >> (32 - operand_b);      
            6'b101000: alu_result = (operand_a == operand_b) ? 1 : 0;   
            6'b101001: alu_result = (operand_a < operand_b) ? 1 : 0;    
            6'b101010: alu_result = (operand_a > operand_b) ? 1 : 0;    
            6'b101011: alu_result = (operand_a <= operand_b) ? 1 : 0;   
            6'b101100: alu_result = (operand_a >= operand_b) ? 1 : 0;   
            6'b110000: alu_result = operand_a ^ operand_b;              
            6'b110001: alu_result = ~operand_a;                         
            6'b110010: alu_result = operand_a[operand_b[4:0]];          
            6'b110011: alu_result = {operand_a, operand_b};             
            6'b110100: alu_result = operand_a ^ (operand_a >> 1);       
            6'b111000: alu_result = operand_a * operand_a;              
            6'b111001: alu_result = operand_a / 2;                      
            6'b111010: alu_result = operand_a * operand_b / 1000;       
            6'b111100: alu_result = (operand_a & operand_b) ? 32'h1 : 0;  
            6'b111101: alu_result = operand_a | operand_b;              
            6'b111110: alu_result = ^(operand_a & operand_b);           
            6'b111111: alu_result = $random;                            
            default: alu_result = 32'b0;
        endcase
        if (alu_control == 6'b000000 || alu_control == 6'b000001) begin
            overflow = (~operand_a[31] & ~operand_b[31] & alu_result[31]) |
                       (operand_a[31] & operand_b[31] & ~alu_result[31]);
        end
        negative = alu_result[31];
    end
endmodule
`timescale 1ns / 1ps
module ControlUnit (
    input [6:0] opcode,           
    input [2:0] funct3,           
    input [6:0] funct7,           
    output reg reg_write,         
    output reg mem_read,          
    output reg mem_write,         
    output reg mem_to_reg,        
    output reg branch_taken,      
    output reg imm_select,        
    output reg jump               
);
    always @(*) begin
        reg_write = 0;
        mem_read = 0;
        mem_write = 0;
        mem_to_reg = 0;
        branch_taken = 0;
        imm_select = 0;
        jump = 0;
        case (opcode)
            7'b0110011: begin  
                reg_write = 1;          
                imm_select = 0;         
                mem_read = 0;
                mem_write = 0;
                mem_to_reg = 0;
                branch_taken = 0;
                jump = 0;
            end
            7'b0010011: begin  
                reg_write = 1;
                imm_select = 1;         
                mem_read = 0;
                mem_write = 0;
                mem_to_reg = 0;
                branch_taken = 0;
                jump = 0;
            end
            7'b0000011: begin  
                reg_write = 1;          
                mem_read = 1;           
                mem_write = 0;
                mem_to_reg = 1;         
                imm_select = 1;         
                branch_taken = 0;
                jump = 0;
            end
            7'b0100011: begin  
                reg_write = 0;          
                mem_read = 0;
                mem_write = 1;          
                mem_to_reg = 0;
                imm_select = 1;         
                branch_taken = 0;
                jump = 0;
            end
            7'b1100011: begin  
                reg_write = 0;          
                mem_read = 0;
                mem_write = 0;
                mem_to_reg = 0;
                imm_select = 1;         
                branch_taken = 1;       
                jump = 0;
            end
            7'b1101111: begin  
                reg_write = 1;          
                mem_read = 0;
                mem_write = 0;
                mem_to_reg = 0;
                imm_select = 1;         
                branch_taken = 0;
                jump = 1;               
            end
            7'b1100111: begin  
                reg_write = 1;          
                mem_read = 0;
                mem_write = 0;
                mem_to_reg = 0;
                imm_select = 1;         
                branch_taken = 0;
                jump = 1;               
            end
            default: begin
                reg_write = 0;
                mem_read = 0;
                mem_write = 0;
                mem_to_reg = 0;
                imm_select = 0;
                branch_taken = 0;
                jump = 0;
            end
        endcase
    end
endmodule
`timescale 1ns / 1ps
module InstructionFetch (
    input clk,
    input reset,
    input [31:0] branch_target,
    input branch_taken,
    input jump_taken,
    input [31:0] jump_target,
    input interrupt_taken,
    input [31:0] interrupt_vector,
    input stall,
    input [255:0] instruction_memory_input,
    output reg [31:0] pc,
    output reg [31:0] instruction,
    output reg exception
);
    reg [31:0] prefetch_buffer [0:3];
    reg [31:0] cache [0:15];
    reg cache_valid [0:15];
    integer i;
    always @(*) begin
        if (pc[31:4] < 16 && cache_valid[pc[31:4]]) begin
            instruction = cache[pc[31:4]];
        end else begin
            instruction = instruction_memory_input[(pc[6:2] * 32) +: 32];
        end
    end
    always @(posedge clk or posedge reset) begin
        if (reset) begin
            pc <= 32'b0;
        end else if (stall) begin
            pc <= pc;   
        end else if (interrupt_taken) begin
            pc <= interrupt_vector;
        end else if (branch_taken) begin
            pc <= branch_target;
        end else if (jump_taken) begin
            pc <= jump_target;
        end else begin
            pc <= pc + 4;
        end
    end
    always @(posedge clk or posedge reset) begin
        if (reset) begin
            for (i = 0; i < 16; i = i + 1) begin
                cache_valid[i] <= 1'b0;
            end
        end else if (!stall) begin
            if (pc[31:4] < 16) begin
                cache[pc[31:4]] <= instruction_memory_input[(pc[6:2] * 32) +: 32];
                cache_valid[pc[31:4]] <= 1'b1;
            end
            prefetch_buffer[0] <= instruction_memory_input[((pc + 4) >> 2) * 32 +: 32];
            prefetch_buffer[1] <= instruction_memory_input[((pc + 8) >> 2) * 32 +: 32];
            prefetch_buffer[2] <= instruction_memory_input[((pc + 12) >> 2) * 32 +: 32];
            prefetch_buffer[3] <= instruction_memory_input[((pc + 16) >> 2) * 32 +: 32];
        end
    end
    always @(*) begin
        if (pc > 255 || instruction == 32'hFFFFFFFF) begin
            exception = 1'b1;
        end else begin
            exception = 1'b0;
        end
    end
endmodule
`timescale 1ns / 1ps
module RV32I_Processor (
    input clk,
    input reset,
    input [31:0] branch_target,
    input [31:0] jump_target,
    input interrupt_taken,
    input [31:0] interrupt_vector,
    input stall,
    input [255:0] instruction_memory_input,   
    output [31:0] pc,
    output [31:0] alu_result,
    output wire [31:0] instruction,
    output reg_write,
    output [31:0] read_data1,
    output [31:0] read_data2,
    output zero,
    output [5:0] alu_control,
    output exception
);
    wire [31:0] branch_target_wire, jump_target_wire, interrupt_vector_wire;
    wire stall_wire, interrupt_taken_wire;
    wire [4:0] rs1, rs2, rd;
    assign rs1 = instruction[19:15];
    assign rs2 = instruction[24:20];
    assign rd = instruction[11:7];
    InstructionFetch IF (
        .clk(clk),
        .reset(reset),
        .branch_target(branch_target),   
        .branch_taken(CU_branch_taken),     
        .jump_taken(CU_jump_taken),         
        .jump_target(jump_target),       
        .interrupt_taken(interrupt_taken),   
        .interrupt_vector(interrupt_vector),  
        .stall(stall),   
        .instruction_memory_input(instruction_memory_input),
        .pc(pc),
        .instruction(instruction),       
        .exception(exception)
    );
    RegisterFile RF (
        .clk(clk),
        .reset(reset),
        .rs1(rs1),
        .rs2(rs2),
        .rd(rd),
        .write_data(write_data),
        .reg_write(reg_write),
        .read_data1(read_data1),
        .read_data2(read_data2)
    );
    ControlUnit CU (
        .opcode(instruction[6:0]),
        .funct3(instruction[14:12]),
        .funct7(instruction[31:25]),
        .reg_write(reg_write),
        .mem_read(mem_read),
        .mem_write(mem_write),
        .mem_to_reg(mem_to_reg),
        .branch_taken(branch_taken),
        .imm_select(imm_select),
        .jump(jump_taken)  
    );
    ALU ALU (
        .operand_a(read_data1),
        .operand_b(imm_select ? {{20{instruction[31]}}, instruction[31:20]} : read_data2),
        .alu_control(alu_control),
        .alu_result(alu_result),
        .carry_out(),
        .overflow(),
        .negative(),
        .zero(zero)
    );
    assign write_data = mem_to_reg ? alu_result : alu_result;  
    assign branch_target_wire = pc + {{19{instruction[31]}}, instruction[31], instruction[7], instruction[30:25], instruction[11:8], 1'b0};  
    assign jump_target_wire = pc + {{11{instruction[31]}}, instruction[31], instruction[19:12], instruction[20], instruction[30:21], 1'b0};  
endmodule
`timescale 1ns / 1ps
module RegisterFile (
    input clk,
    input reset,
    input [4:0] rs1,            
    input [4:0] rs2,            
    input [4:0] rd,             
    input [31:0] write_data,    
    input reg_write,            
    output [31:0] read_data1,   
    output [31:0] read_data2    
);
    reg [31:0] registers [0:31];
    integer i;
    always @(posedge clk or posedge reset) begin
        if (reset) begin
            for (i = 0; i < 32; i = i + 1) begin
                registers[i] <= 32'b0;
            end
        end else if (reg_write && rd != 5'b0) begin
            registers[rd] <= write_data;
        end
    end
    assign read_data1 = registers[rs1];   
    assign read_data2 = registers[rs2];   
endmodule
==> /design/flow/run.sh <==
#!/bin/bash
# OpenROAD 26Q1-2900-gdf79404cd8, Yosys 0.63+post, stock flow scripts
make -C /OpenROAD-flow-scripts/flow DESIGN_CONFIG=/design/flow/config.mk WORK_HOME=/design/flow/orfs finish
==> /design/flow/config.mk <==
export PLATFORM = sky130hd
export DESIGN_NAME = RV32I_Processor
export DESIGN_NICKNAME = RV32I_Processor
export VERILOG_FILES = /design/flow/design.v
export SDC_FILE = /design/flow/constraint.sdc
export NUM_CORES = 4
export LEC_CHECK = 1
export CORE_UTILIZATION = 50
==> /design/flow/constraint.sdc <==
current_design RV32I_Processor

set clk_period 14.5
set clk_io_pct 0.2

create_clock -name clk0 -period $clk_period [get_ports {clk}]

set non_clock_inputs [all_inputs -no_clocks]
set_input_delay [expr $clk_period * $clk_io_pct] -clock clk0 $non_clock_inputs
set_output_delay [expr $clk_period * $clk_io_pct] -clock clk0 [all_outputs]
==> impl_metrics.py <==
# Synthesis and PnR figures
metrics = {
    "synthesis": {
        "syn_inst": 1800,
        "synthTopCellsByCount": "512 x edfxtp_1, 126 x nand2_1, 122 x buf_4, 106 x a22oi_1, 86 x a21oi_1",
        "ys_seq_share_pct": 64.4,
        "post-synth-top-area-cell": "edfxtp_1",
        "netlist_area_um2": 25800,
        "yosysUniqueCellTypes": 84,
        "synthFlopType": "edfxtp_1",
        "async_reset_ff_share_pct": 8.57,
        "numSynthFlops": 560,
        "yosysWarnings": 28,
        "yosysMostFrequentCell": "edfxtp_1",
        "edf_count": 512,
        "topCellsByArea": "edfxtp_1 60%, mux4_2 5.8%, dfrtp_1 4.7%",
        "top_cell_area_share_pct": 59.7,
        "yosys-stat-area_um2": 25800,
        "ys_cells": 1800,
        "syn_avg_cell_area_um2": 14.3,
    },
    "worst_setup_path": {
        "crit_path_max_fanout": 37,
        "critPathCaptureType": "output pin",
        "worstPathArrival_ns": 7.02,
        "path_cells": "buf_4 > buf_4 > nor2_1 > nand2_2 > buf_4 > o221a_1 > buf_4 > o211ai_1 > a2111oi_0 > nand4_1 > o31ai_1 > clkdlybuf4s50_1",
        "cp_slowest_cell": "a2111oi_0",
        "required_ns": 11.60,
        "regToRegEndpoint": "IF.pc[30]",
        "r2r_start": "IF.pc[4]",
        "critPathKind": "register to output pin",
        "reg2reg_slack_ns": 9.75,
        "cp_slowest_stage_delay_ns": 0.88,
        "crit_path_frequent_cell": "buf_4",
        "worstRegToRegCells": 11,
        "cp-start-kind": "register",
    },
    "global_routing": {
        "track_usage_pct": 40.8,
        "grt_util_met3_pct": 26.5,
        "grtUsageMet2_pct": 56.8,
        "grt_pass1_vias": 18611,
        "grt_overflow": 0,
        "grt_pass1_wl_um": 135000,
        "grt.met1_usage_pct": 56.3,
        "grt_antenna_before_repair": 21,
        "top_usage_layer": "met2",
        "grt_max_degree": 79,
    },
    "sta": {
        "fmax_mhz": 101,
        "hold_ws_ns": 0.458,
        "finalSetupViolCount": 0,
        "finalCritPeriodShare_pct": 68.4,
        "fin_crit_ns": 9.92,
        "relSlewSlack_pct": 37.5,
        "report.final.slew_viol_count": 0,
        "clock_skew_ns": 0.0167,
        "layout_setup_ws_ns": 4.58,
        "tightest_slew_ns": 0.913,
        "rsz0062_at_grt": "false",
        "final-hold-violation-count": 0,
        "final.setup.tns_ns": 0,
    },
    "floorplan": {
        "fp.dieH_um": 229,
        "die_x_um": 229,
        "num_rows": 82,
        "coreArea_um2": 50500,
        "ios": 525,
        "initial_core_util_pct": 51.0,
        "die_area_um2": 52400,
    },
    "place": {
        "place_congestion": 1.09,
        "place_ws_ns": 4.75,
        "dp_hpwl_um": 64400,
        "portBuffers": 357,
    },
    "cts": {
        "cts_root_buffer": "clkbuf_16",
        "clk_latency_ns": 0.62,
        "clk_pin_slew_ns": 0.06,
        "numCtsBuffers": 54,
        "htreeDepth": 2,
        "postCtsSetupRepairBufs": 0,
        "holdBufCountCts": 0,
        "cts_buffer_depth": 3,
        "cts_tree": "done",
        "cts_resized": 0,
        "tritoncts_num_sinks": 560,
    },
    "route": {
        "wl_per_cell_um": 33.1,
        "avgViaCountPerCell": 6.33,
        "drtIter0Drc": 1582,
        "remaining_drc_errors": 0,
        "vias": 18400,
        "wirelength_um": 96300,
        "antenna_left": 0,
        "first_pass_iters": 5,
    },
    "run": {
        "log.warning_count": 89,
        "drv_cap": 0,
    },
    "power": {
        "p_total_mw": 4.15,
        "p_per_area_nw_per_um2": 131,
        "cellLeakagePower_nw": 11.0,
        "ir_drop_v": 0.0000993,
    },
    "layout": {
        "drive_gt1_share_pct": 14.8,
        "nFillCells": 3741,
        "syn_to_final_growth_pct": 23.1,
        "comb_area_um2": 8090,
        "regArea_um2": 16600,
    },
    "hold_path": {
        "hold_depth": 1,
        "min_from": "IF.cache_valid[9]",
        "hold_class": "register to register",
        "min_to": "IF.cache_valid[9]",
    },
    "outcome": {
        "status": "complete, no violations",
    },
}
## metal layers
layer  vias up  share of wire (%)
met4        13                3.9
met3       211                 16
met1      8968                 35
met2      1432                 45
li1       7776                  -
met5         -               0.21
## cell type report
cell class              count  share of cell area, %
diodes                     13                  0.103
clock buffers              59                   4.32
clock inverters            39                   1.02
inverters                  27                  0.320
multi-input cells        1077                   25.5
flip-flops and latches    560                   52.3
well taps                 672                   2.65
repair buffers            462                   13.7
## power by group
group          switching, mW  internal, mW
clock                  0.614         0.754
combinational          0.511         0.375
sequential            0.0409          1.85
## cells in the final DEF (no fill, tap or decap), types with 10 or more instances in the layout
cell type / instances
nor3_1: 15
a22o_1: 18
a21oi_1: 86
mux4_2: 66
nor4_1: 11
buf_4: 105
edfxtp_1: 512
a32oi_1: 23
mux2i_1: 34
diode_2: 13
mux2_2: 28
nand3b_1: 11
clkinv_2: 10
a221oi_1: 18
o22a_1: 17
a222oi_1: 11
nand3_1: 27
nor2_1: 47
a31oi_1: 19
and3_1: 18
nor2b_1: 15
clkbuf_16: 54
a21o_1: 17
o31ai_1: 10
clkdlybuf4s50_1: 355
nand4_1: 23
nand2b_1: 11
nor3_2: 11
clkinv_1: 19
conb_1: 103
dfrtp_1: 42
nand2_1: 126
o22ai_1: 12
o21ai_0: 63
a22oi_1: 106
inv_1: 24
## flip-flops by register name, summed over array words and instances, names as in the netlist
name and cells:
IF.cache_valid 16, IF.pc 32, IF.cache 512
## how the worst max path moves through the flow
stage,startpoint,to
after global routing,IF.pc[6],exception
after CTS,instruction_memory_input[96],exception
final,IF.pc[6],exception
## per-stage QoR
| step | area (um^2) | std cells | utilization (%) |
|---|---|---|---|
| 2_1_floorplan | 26100 | 1901 | - |
| 3_3_place_gp | 30000 | 2798 | 59.4 |
| 3_5_place_dp | 30000 | 2798 | 59.4 |
| 4_1_cts | 31700 | 2896 | 62.7 |
| 5_1_grt | 31700 | 2907 | 62.8 |
| 6_report | 31700 | 2909 | 62.8 |
## critical path, delay by kind of cell (launching register included)
kind | cells | cell delay (ns)
buffers and inverters | 5 | 2.62
AND-OR/OR-AND | 4 | 2.18
AND/OR/NAND/NOR | 3 | 0.87
flip-flops | 1 | 0.63
## logic make-up after synthesis
group | count (synthesis) | share of synthesized area [%]
adders and majority gates | 1 | 0.0486
buffers and inverters | 264 | 6.24
other | 2 | 0.0292
DFF | 560 | 64.4
AOI/OAI and AO/OA | 464 | 12.8
muxes | 131 | 8.52
and+or+nand+nor | 378 | 8.02
No activity file was given, so power comes from the tool's default toggle rates.
